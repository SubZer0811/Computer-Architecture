==> design.v <==
module mux(input a, input b, input s, output o);
  assign o=(s==0)?b:a;
endmodule
module barrelLeft(input[24:0] i, input[4:0] s, output[24:0] o);      
	wire s1_1, s1_2, s1_3, s1_4, s1_5, s1_6, s1_7, s1_8, s1_9, s1_10, s1_11, s1_12, s1_13, s1_14, s1_15, s1_16, s1_17, s1_18, s1_19, s1_20, s1_21, s1_22, s1_23, s1_24, s1_25;
	wire s2_1, s2_2, s2_3, s2_4, s2_5, s2_6, s2_7, s2_8, s2_9, s2_10, s2_11, s2_12, s2_13, s2_14, s2_15, s2_16, s2_17, s2_18, s2_19, s2_20, s2_21, s2_22, s2_23, s2_24, s2_25;
	wire s3_1, s3_2, s3_3, s3_4, s3_5, s3_6, s3_7, s3_8, s3_9, s3_10, s3_11, s3_12, s3_13, s3_14, s3_15, s3_16, s3_17, s3_18, s3_19, s3_20, s3_21, s3_22, s3_23, s3_24, s3_25;
	wire s4_1, s4_2, s4_3, s4_4, s4_5, s4_6, s4_7, s4_8, s4_9, s4_10, s4_11, s4_12, s4_13, s4_14, s4_15, s4_16, s4_17, s4_18, s4_19, s4_20, s4_21, s4_22, s4_23, s4_24, s4_25;
	mux m1(1'b0, i[0], s[0], s1_1);
	mux m2(i[0], i[1], s[0], s1_2);
	mux m3(i[1], i[2], s[0], s1_3);
	mux m4(i[2], i[3], s[0], s1_4);
	mux m5(i[3], i[4], s[0], s1_5);
	mux m6(i[4], i[5], s[0], s1_6);
	mux m7(i[5], i[6], s[0], s1_7);
	mux m8(i[6], i[7], s[0], s1_8);
	mux m9(i[7], i[8], s[0], s1_9);
	mux m10(i[8], i[9], s[0], s1_10);
	mux m11(i[9], i[10], s[0], s1_11);
	mux m12(i[10], i[11], s[0], s1_12);
	mux m13(i[11], i[12], s[0], s1_13);
	mux m14(i[12], i[13], s[0], s1_14);
	mux m15(i[13], i[14], s[0], s1_15);
	mux m16(i[14], i[15], s[0], s1_16);
	mux m17(i[15], i[16], s[0], s1_17);
	mux m18(i[16], i[17], s[0], s1_18);
	mux m19(i[17], i[18], s[0], s1_19);
	mux m20(i[18], i[19], s[0], s1_20);
	mux m21(i[19], i[20], s[0], s1_21);
	mux m22(i[20], i[21], s[0], s1_22);
	mux m23(i[21], i[22], s[0], s1_23);
	mux m24(i[22], i[23], s[0], s1_24);
	mux m24x(i[23], i[24], s[0], s1_25);
	mux m25(1'b0, s1_1, s[1], s2_1);
	mux m26(1'b0, s1_2, s[1], s2_2);
	mux m27(s1_1, s1_3, s[1], s2_3);
	mux m28(s1_2, s1_4, s[1], s2_4);
	mux m29(s1_3, s1_5, s[1], s2_5);
	mux m30(s1_4, s1_6, s[1], s2_6);
	mux m31(s1_5, s1_7, s[1], s2_7);
	mux m32(s1_6, s1_8, s[1], s2_8);
	mux m33(s1_7, s1_9, s[1], s2_9);
	mux m34(s1_8, s1_10, s[1], s2_10);
	mux m35(s1_9, s1_11, s[1], s2_11);
	mux m36(s1_10, s1_12, s[1], s2_12);
	mux m37(s1_11, s1_13, s[1], s2_13);
	mux m38(s1_12, s1_14, s[1], s2_14);
	mux m39(s1_13, s1_15, s[1], s2_15);
	mux m40(s1_14, s1_16, s[1], s2_16);
	mux m41(s1_15, s1_17, s[1], s2_17);
	mux m42(s1_16, s1_18, s[1], s2_18);
	mux m43(s1_17, s1_19, s[1], s2_19);
	mux m44(s1_18, s1_20, s[1], s2_20);
	mux m45(s1_19, s1_21, s[1], s2_21);
	mux m46(s1_20, s1_22, s[1], s2_22);
	mux m47(s1_21, s1_23, s[1], s2_23);
	mux m48(s1_22, s1_24, s[1], s2_24);
	mux m48x(s1_23, s1_25, s[1], s2_25);
	mux m49(1'b0, s2_1, s[2], s3_1);
	mux m50(1'b0, s2_2, s[2], s3_2);
	mux m51(1'b0, s2_3, s[2], s3_3);
	mux m52(1'b0, s2_4, s[2], s3_4);
	mux m53(s2_1, s2_5, s[2], s3_5);
	mux m54(s2_2, s2_6, s[2], s3_6);
	mux m55(s2_3, s2_7, s[2], s3_7);
	mux m56(s2_4, s2_8, s[2], s3_8);
	mux m57(s2_5, s2_9, s[2], s3_9);
	mux m58(s2_6, s2_10, s[2], s3_10);
	mux m59(s2_7, s2_11, s[2], s3_11);
	mux m60(s2_8, s2_12, s[2], s3_12);
	mux m61(s2_9, s2_13, s[2], s3_13);
	mux m62(s2_10, s2_14, s[2], s3_14);
	mux m63(s2_11, s2_15, s[2], s3_15);
	mux m64(s2_12, s2_16, s[2], s3_16);
	mux m65(s2_13, s2_17, s[2], s3_17);
	mux m66(s2_14, s2_18, s[2], s3_18);
	mux m67(s2_15, s2_19, s[2], s3_19);
	mux m68(s2_16, s2_20, s[2], s3_20);
	mux m69(s2_17, s2_21, s[2], s3_21);
	mux m70(s2_18, s2_22, s[2], s3_22);
	mux m71(s2_19, s2_23, s[2], s3_23);
	mux m72(s2_20, s2_24, s[2], s3_24);
	mux m72x(s2_21, s2_25, s[2], s3_25);
	mux m73(1'b0, s3_1, s[3], s4_1);
	mux m74(1'b0, s3_2, s[3], s4_2);
	mux m75(1'b0, s3_3, s[3], s4_3);
	mux m76(1'b0, s3_4, s[3], s4_4);
	mux m77(1'b0, s3_5, s[3], s4_5);
	mux m78(1'b0, s3_6, s[3], s4_6);
	mux m79(1'b0, s3_7, s[3], s4_7);
	mux m80(1'b0, s3_8, s[3], s4_8);
	mux m81(s3_1, s3_9, s[3], s4_9);
	mux m82(s3_2, s3_10, s[3], s4_10);
	mux m83(s3_3, s3_11, s[3], s4_11);
	mux m84(s3_4, s3_12, s[3], s4_12);
	mux m85(s3_5, s3_13, s[3], s4_13);
	mux m86(s3_6, s3_14, s[3], s4_14);
	mux m87(s3_7, s3_15, s[3], s4_15);
	mux m88(s3_8, s3_16, s[3], s4_16);
	mux m89(s3_9, s3_17, s[3], s4_17);
	mux m90(s3_10, s3_18, s[3], s4_18);
	mux m91(s3_11, s3_19, s[3], s4_19);
	mux m92(s3_12, s3_20, s[3], s4_20);
	mux m93(s3_13, s3_21, s[3], s4_21);
	mux m94(s3_14, s3_22, s[3], s4_22);
	mux m95(s3_15, s3_23, s[3], s4_23);
	mux m96(s3_16, s3_24, s[3], s4_24);
	mux m96x(s3_17, s3_25, s[3], s4_25);
	mux m97(1'b0, s4_1, s[4], o[0]);
	mux m98(1'b0, s4_2, s[4], o[1]);
	mux m99(1'b0, s4_3, s[4], o[2]);
	mux m100(1'b0, s4_4, s[4], o[3]);
	mux m101(1'b0, s4_5, s[4], o[4]);
	mux m102(1'b0, s4_6, s[4], o[5]);
	mux m103(1'b0, s4_7, s[4], o[6]);
	mux m104(1'b0, s4_8, s[4], o[7]);
	mux m105(1'b0, s4_9, s[4], o[8]);
	mux m106(1'b0, s4_10, s[4], o[9]);
	mux m107(1'b0, s4_11, s[4], o[10]);
	mux m108(1'b0, s4_12, s[4], o[11]);
	mux m109(1'b0, s4_13, s[4], o[12]);
	mux m110(1'b0, s4_14, s[4], o[13]);
	mux m111(1'b0, s4_15, s[4], o[14]);
	mux m112(1'b0, s4_16, s[4], o[15]);
	mux m113(s4_1, s4_17, s[4], o[16]);
	mux m114(s4_2, s4_18, s[4], o[17]);
	mux m115(s4_3, s4_19, s[4], o[18]);
	mux m116(s4_4, s4_20, s[4], o[19]);
	mux m117(s4_5, s4_21, s[4], o[20]);
	mux m118(s4_6, s4_22, s[4], o[21]);
	mux m119(s4_7, s4_23, s[4], o[22]);
	mux m120(s4_8, s4_24, s[4], o[23]);
	mux m120x(s4_9, s4_25, s[4], o[24]);
endmodule
module barrelRight(input[23:0] i, input[4:0] s, output[23:0] o);   
	wire s1_1, s1_2, s1_3, s1_4, s1_5, s1_6, s1_7, s1_8, s1_9, s1_10, s1_11, s1_12, s1_13, s1_14, s1_15, s1_16, s1_17, s1_18, s1_19, s1_20, s1_21, s1_22, s1_23, s1_24;
	wire s2_1, s2_2, s2_3, s2_4, s2_5, s2_6, s2_7, s2_8, s2_9, s2_10, s2_11, s2_12, s2_13, s2_14, s2_15, s2_16, s2_17, s2_18, s2_19, s2_20, s2_21, s2_22, s2_23, s2_24;
	wire s3_1, s3_2, s3_3, s3_4, s3_5, s3_6, s3_7, s3_8, s3_9, s3_10, s3_11, s3_12, s3_13, s3_14, s3_15, s3_16, s3_17, s3_18, s3_19, s3_20, s3_21, s3_22, s3_23, s3_24;
	wire s4_1, s4_2, s4_3, s4_4, s4_5, s4_6, s4_7, s4_8, s4_9, s4_10, s4_11, s4_12, s4_13, s4_14, s4_15, s4_16, s4_17, s4_18, s4_19, s4_20, s4_21, s4_22, s4_23, s4_24;
	mux m1(i[1], i[0], s[0], s1_1);
	mux m2(i[2], i[1], s[0], s1_2);
	mux m3(i[3], i[2], s[0], s1_3);
	mux m4(i[4], i[3], s[0], s1_4);
	mux m5(i[5], i[4], s[0], s1_5);
	mux m6(i[6], i[5], s[0], s1_6);
	mux m7(i[7], i[6], s[0], s1_7);
	mux m8(i[8], i[7], s[0], s1_8);
	mux m9(i[9], i[8], s[0], s1_9);
	mux m10(i[10], i[9], s[0], s1_10);
	mux m11(i[11], i[10], s[0], s1_11);
	mux m12(i[12], i[11], s[0], s1_12);
	mux m13(i[13], i[12], s[0], s1_13);
	mux m14(i[14], i[13], s[0], s1_14);
	mux m15(i[15], i[14], s[0], s1_15);
	mux m16(i[16], i[15], s[0], s1_16);
	mux m17(i[17], i[16], s[0], s1_17);
	mux m18(i[18], i[17], s[0], s1_18);
	mux m19(i[19], i[18], s[0], s1_19);
	mux m20(i[20], i[19], s[0], s1_20);
	mux m21(i[21], i[20], s[0], s1_21);
	mux m22(i[22], i[21], s[0], s1_22);
	mux m23(i[23], i[22], s[0], s1_23);
	mux m24(1'b0, i[23], s[0], s1_24);
	mux m25(s1_3, s1_1, s[1], s2_1);
	mux m26(s1_4, s1_2, s[1], s2_2);
	mux m27(s1_5, s1_3, s[1], s2_3);
	mux m28(s1_6, s1_4, s[1], s2_4);
	mux m29(s1_7, s1_5, s[1], s2_5);
	mux m30(s1_8, s1_6, s[1], s2_6);
	mux m31(s1_9, s1_7, s[1], s2_7);
	mux m32(s1_10, s1_8, s[1], s2_8);
	mux m33(s1_11, s1_9, s[1], s2_9);
	mux m34(s1_12, s1_10, s[1], s2_10);
	mux m35(s1_13, s1_11, s[1], s2_11);
	mux m36(s1_14, s1_12, s[1], s2_12);
	mux m37(s1_15, s1_13, s[1], s2_13);
	mux m38(s1_16, s1_14, s[1], s2_14);
	mux m39(s1_17, s1_15, s[1], s2_15);
	mux m40(s1_18, s1_16, s[1], s2_16);
	mux m41(s1_19, s1_17, s[1], s2_17);
	mux m42(s1_20, s1_18, s[1], s2_18);
	mux m43(s1_21, s1_19, s[1], s2_19);
	mux m44(s1_22, s1_20, s[1], s2_20);
	mux m45(s1_23, s1_21, s[1], s2_21);
	mux m46(s1_24, s1_22, s[1], s2_22);
	mux m47(1'b0, s1_23, s[1], s2_23);
	mux m48(1'b0, s1_24, s[1], s2_24);
	mux m49(s2_5, s2_1, s[2], s3_1);
	mux m50(s2_6, s2_2, s[2], s3_2);
	mux m51(s2_7, s2_3, s[2], s3_3);
	mux m52(s2_8, s2_4, s[2], s3_4);
	mux m53(s2_9, s2_5, s[2], s3_5);
	mux m54(s2_10, s2_6, s[2], s3_6);
	mux m55(s2_11, s2_7, s[2], s3_7);
	mux m56(s2_12, s2_8, s[2], s3_8);
	mux m57(s2_13, s2_9, s[2], s3_9);
	mux m58(s2_14, s2_10, s[2], s3_10);
	mux m59(s2_15, s2_11, s[2], s3_11);
	mux m60(s2_16, s2_12, s[2], s3_12);
	mux m61(s2_17, s2_13, s[2], s3_13);
	mux m62(s2_18, s2_14, s[2], s3_14);
	mux m63(s2_19, s2_15, s[2], s3_15);
	mux m64(s2_20, s2_16, s[2], s3_16);
	mux m65(s2_21, s2_17, s[2], s3_17);
	mux m66(s2_22, s2_18, s[2], s3_18);
	mux m67(s2_23, s2_19, s[2], s3_19);
	mux m68(s2_24, s2_20, s[2], s3_20);
	mux m69(1'b0, s2_21, s[2], s3_21);
	mux m70(1'b0, s2_22, s[2], s3_22);
	mux m71(1'b0, s2_23, s[2], s3_23);
	mux m72(1'b0, s2_24, s[2], s3_24);
	mux m73(s3_9, s3_1, s[3], s4_1);
	mux m74(s3_10, s3_2, s[3], s4_2);
	mux m75(s3_11, s3_3, s[3], s4_3);
	mux m76(s3_12, s3_4, s[3], s4_4);
	mux m77(s3_13, s3_5, s[3], s4_5);
	mux m78(s3_14, s3_6, s[3], s4_6);
	mux m79(s3_15, s3_7, s[3], s4_7);
	mux m80(s3_16, s3_8, s[3], s4_8);
	mux m81(s3_17, s3_9, s[3], s4_9);
	mux m82(s3_18, s3_10, s[3], s4_10);
	mux m83(s3_19, s3_11, s[3], s4_11);
	mux m84(s3_20, s3_12, s[3], s4_12);
	mux m85(s3_21, s3_13, s[3], s4_13);
	mux m86(s3_22, s3_14, s[3], s4_14);
	mux m87(s3_23, s3_15, s[3], s4_15);
	mux m88(s3_24, s3_16, s[3], s4_16);
	mux m89(1'b0, s3_17, s[3], s4_17);
	mux m90(1'b0, s3_18, s[3], s4_18);
	mux m91(1'b0, s3_19, s[3], s4_19);
	mux m92(1'b0, s3_20, s[3], s4_20);
	mux m93(1'b0, s3_21, s[3], s4_21);
	mux m94(1'b0, s3_22, s[3], s4_22);
	mux m95(1'b0, s3_23, s[3], s4_23);
	mux m96(1'b0, s3_24, s[3], s4_24);
	mux m97(s4_17, s4_1, s[4], o[0]);
	mux m98(s4_18, s4_2, s[4], o[1]);
	mux m99(s4_19, s4_3, s[4], o[2]);
	mux m100(s4_20, s4_4, s[4], o[3]);
	mux m101(s4_21, s4_5, s[4], o[4]);
	mux m102(s4_22, s4_6, s[4], o[5]);
	mux m103(s4_23, s4_7, s[4], o[6]);
	mux m104(s4_24, s4_8, s[4], o[7]);
	mux m105(1'b0, s4_9, s[4], o[8]);
	mux m106(1'b0, s4_10, s[4], o[9]);
	mux m107(1'b0, s4_11, s[4], o[10]);
	mux m108(1'b0, s4_12, s[4], o[11]);
	mux m109(1'b0, s4_13, s[4], o[12]);
	mux m110(1'b0, s4_14, s[4], o[13]);
	mux m111(1'b0, s4_15, s[4], o[14]);
	mux m112(1'b0, s4_16, s[4], o[15]);
	mux m113(1'b0, s4_17, s[4], o[16]);
	mux m114(1'b0, s4_18, s[4], o[17]);
	mux m115(1'b0, s4_19, s[4], o[18]);
	mux m116(1'b0, s4_20, s[4], o[19]);
	mux m117(1'b0, s4_21, s[4], o[20]);
	mux m118(1'b0, s4_22, s[4], o[21]);
	mux m119(1'b0, s4_23, s[4], o[22]);
	mux m120(1'b0, s4_24, s[4], o[23]);
endmodule
==> run.sh <==
#!/bin/bash
# OpenROAD 26Q1-2900-gdf79404cd8, Yosys 0.63+post, stock flow scripts
make -C /OpenROAD-flow-scripts/flow DESIGN_CONFIG=/design/flow/config.mk WORK_HOME=/design/flow/orfs finish
==> config.mk <==
export PLATFORM = sky130hd
export DESIGN_NAME = barrelLeft
export DESIGN_NICKNAME = barrelLeft
export VERILOG_FILES = /design/flow/design.v
export SDC_FILE = /design/flow/constraint.sdc
export NUM_CORES = 4
export LEC_CHECK = 1
export CORE_AREA = 10 10 102 102
export DIE_AREA = 0 0 112 112
==> constraint.sdc <==
current_design barrelLeft

set clk_period 3.2
set clk_io_pct 0.2

create_clock -name clk0 -period $clk_period

set non_clock_inputs [all_inputs -no_clocks]
set_input_delay [expr $clk_period * $clk_io_pct] -clock clk0 $non_clock_inputs
set_output_delay [expr $clk_period * $clk_io_pct] -clock clk0 [all_outputs]
==> run notes <==
## Route
• iteration-0 DRC count of the detailed router: 135
• total wire length after detailed routing: 4950 um
• total vias in the final route: 1418
• DRC Markers: 0
• per-cell routed wire length: 16.2 um
• count of TritonRoute iterations in the first routing pass: 4
• number of antenna cells inserted: 0
• post-route ant nets: 0
• post-detailed-route via-to-cell ratio: 4.65

## Global route
• Tot GR Track Use: 7.55%
• number of antenna violations at the first check in global routing: 0
• via count of the first global-routing pass: 1468
• global route overflow: 0
• pin count of the biggest net entering global routing: 15
• first-pass GRT wire length: 7950 um

## Floorplanning
• die outline area: 12500 um^2
• floorplan utilization: 16.6%
• I/O Pins: 55
• die outline width: 112 um
• number of cell rows: 33
• die outline height: 112 um
• Core Region: 8220 um^2

## STA
• maximum frequency from static timing analysis: 321 MHz
• final setup violation count: 0
• time the worst path needs with I/O delays and setup: 3.11 ns
• measured slew at the worst slew-check pin: 0.277 ns
• final hold slack: 1.95 ns
• portion of the clock cycle consumed by the worst path in the final layout: 97.2%
• normalized max-slew margin: 81.2%
• final hold violation count: 0
• pins over their slew limit: 0
• setup repair after global routing missed its margin: false

## Yosys
• cell count listed in synth_stat.txt: 151
• instance count of the mapped netlist: 151
• Cell Type Count: 33
• cell area after technology mapping: 1370 um^2
• synthesis area per yosys: 1370 um^2
• number of warnings reported in the yosys synthesis log: 0
• average instance area after synthesis: 9.05 um^2
• share of the yosys chip area belonging to registers: 0%

## Worst setup path
• category of the worst setup path launch point: input pin
• sum of buffers and inverters on the critical path: 4
• cell depth of the worst setup path: 8
• CP cell instances: buf_2, buf_12, mux4_2, mux2_4, buf_4, nor2_1, a211oi_1, clkdlybuf4s50_1
• required time of the critical path: 2.56 ns
• Crit path largest cell delay: 0.53 ns
• category of the critical setup timing path: input pin to output pin
• worst-path cell with the longest stage delay: mux4_2
• Top Family by Delay on Critical Path: buffers and inverters
• CP Capture Type: output pin
• Worst Path Arrival: 2.47 ns
• Max FO, Critical Path: 8

## Layout
• relative area change from synthesis to final layout: 56.3%
• most numerous logic cell after layout: clkdlybuf4s50_1
• FILL cells: 866
• commonest cells after routing, fill and taps aside: clkdlybuf4s50_1, buf_4, mux4_2, dlygate4sd2_1, nor2_1
• Flops: 0
• area of all placed cells without fillers: 2140 um^2
• Sequential cell area: 0 um^2
• fraction of layout cells with a size suffix above 1: 40.5%
• total of clock buffers placed in the layout: 0

## Power and ir drop
• leakage power of the design: 0.867 nW
• VDD IR max: 0.0692 mV
• P per Cell Area: 154 nW/um^2

## Min path
• hold depth: 4
• hold crit path type: input pin to output pin

## Place
• buffers added on ports: 55
• placed standard-cell area: 2010 um^2
• weighted congestion at the end of routability-driven global placement: 0.900
• estimated wirelength of the detail-placed design: 4220 um

## Status
• result of the run: complete, no violations

## Run
• count of warning messages emitted by the tools: 33
• max_cap viols: 0

## CTS
• number of hold buffers added after cts: 0

==> cell type report <==
cell class | count | area [um^2] | share of cell area [%]
Multi-Input combinational cell | 110 | 1170 | 55.0
Timing Repair Buffer | 88 | 822 | 38.5
Tap cell | 105 | 131 | 6.15
Inverter | 2 | 7.51 | 0.351
==> cell families after synthesis <==
family                 synth area share, %
muxes                                 50.9
AOI/OAI and AO/OA                     17.4
buffers and inverters                 20.2
and+or+nand+nor                       11.4
==> metrics by stage <==
stage / setup TNS, ns / util (%) / power, mW / setup WS, ns / std cells
2_1_floorplan: 0 / - / 0.184 / 0.611 / 151
3_3_place_gp: -5.94 / 24.5 / 0.315 / -0.333 / 301
3_5_place_dp: -6.12 / 24.5 / 0.317 / -0.350 / 301
4_1_cts: -0.0536 / 25.3 / 0.324 / -0.0536 / 305
5_1_grt: 0 / 26.0 / 0.358 / 0.00140 / 305
6_report: 0 / 26.0 / 0.330 / 0.0883 / 305
==> tightest hold or removal path: stages <==
cell and delay, ns:
dlymetal6s2s_1 0.17, or4b_4 0.25, o221ai_1 0.10, dlymetal6s2s_1 0.15
==> routing by layer <==
| metal | wire, um | GRT usage [%] | vias to the layer above |
|---|---|---|---|
| met5 | 0 | 0 | - |
| met4 | 0 | 0 | 0 |
| met2 | 2150 | 11.6 | 70 |
| met1 | 2360 | 11.0 | 682 |
| li1 | - | - | 666 |
| met3 | 437 | 2.06 | 0 |
==> cell usage after synthesis, drive strengths merged <==
master	n	share of area [%]
inv	2	0.55
buf	33	18
nand3b	2	1.1
a311o	1	0.73
nor2	18	4.9
a211o	1	0.64
o22ai	1	0.46
nand2	7	1.9
or2	1	0.46
o21ai	9	3.3
mux4	20	33
and2	1	0.46
clkbuf	6	1.6
a211oi	7	3.8
mux2	9	7.7
a22oi	3	1.6
nor2b	1	0.46
o311ai	1	0.64
a21oi	1	0.37
o221ai	1	0.64
nand2b	2	0.92
o31ai	1	0.55
mux2i	14	10
or4b	1	0.73
o211ai	3	2.0
a2bb2oi	4	2.6
or3	1	0.46
==> repair_timing <==
item	in CTS	in global routing
setup buffers	3	0
pin swaps	2	2
resized	44	18
cloned	1	0
setup endpoints to repair	25	16
endpoints found under the hold margin	0	0
==> power breakdown <==
part | internal [mW] | switching [mW]
sequential | 0 | 0
clock | 0 | 0
combinational | 0.196 | 0.134
total | 0.196 | 0.134
==> final timing paths <==
| path | slack [ns] | start | to |
|---|---|---|---|
| setup / recovery | 0.09 | s[0] | o[15] |
| hold / removal | 1.95 | i[0] | o[16] |
No activity file was given, so power comes from the tool's default toggle rates.
