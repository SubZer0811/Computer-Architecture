$ cat design.v
module mux32(input[31:0] cont, input[4:0]ip, output o);
	wire[1:0] t;
	mux16 mu(cont[31:16],ip[3:0],t[1]);
	mux16 md(cont[15:0],ip[3:0],t[0]);
	mux2 mf(t,ip[4],o);
endmodule
module mux16(input[15:0] cont, input[3:0] ip, output o);
	wire[1:0] t;
	mux8 mu(cont[15:8],ip[2:0],t[1]);
	mux8 md(cont[7:0],ip[2:0],t[0]);
	mux2 mf(t,ip[3],o);
endmodule
module mux8(input[7:0] cont, input[2:0] ip, output o);
	wire[1:0] t;
	mux4 mu(cont[7:4],ip[1:0],t[1]);
	mux4 md(cont[3:0],ip[1:0],t[0]);
	mux2 mf(t,ip[2],o);
endmodule
module mux4(input[3:0] cont, input[1:0] ip, output o);
	wire[1:0] t;
	mux2 mu(cont[3:2],ip[0],t[1]);
	mux2 md(cont[1:0],ip[0],t[0]);
	mux2 mf(t,ip[1],o);
endmodule
module mux2(input[1:0] cont, input ip, output o);
	and(t1,cont[1],ip);
	and(t2,cont[0],~ip);
	or(o,t1,t2);
endmodule
module register_file(
	output [31:0] data1,
	output [31:0] data2,
	input [4:0] addr1,
	input [4:0] addr2,
	input [4:0] in_addr,
	input [31:0] in_data,
	input write_enable
);
	reg [31:0] register [31:0];
	genvar i;
	generate
		for(i=0; i<32; i=i+1)begin
			mux32 mux1 ({register[31][i],register[30][i],register[29][i],register[28][i],register[27][i],register[26][i],register[25][i],register[24][i],register[23][i],register[22][i],register[21][i],register[20][i],register[19][i],register[18][i],register[17][i],register[16][i],register[15][i],register[14][i],register[13][i],register[12][i],register[11][i],register[10][i],register[9][i],register[8][i],register[7][i],register[6][i],register[5][i],register[4][i],register[3][i],register[2][i],register[1][i],register[0][i]}, addr1, data1[i]);
			mux32 mux2 ({register[31][i],register[30][i],register[29][i],register[28][i],register[27][i],register[26][i],register[25][i],register[24][i],register[23][i],register[22][i],register[21][i],register[20][i],register[19][i],register[18][i],register[17][i],register[16][i],register[15][i],register[14][i],register[13][i],register[12][i],register[11][i],register[10][i],register[9][i],register[8][i],register[7][i],register[6][i],register[5][i],register[4][i],register[3][i],register[2][i],register[1][i],register[0][i]}, addr2, data2[i]);
		end
	endgenerate
	always @(*) begin
		if (write_enable) begin
			register[in_addr] <= in_data;
		end
	end
endmodule
$ cat run.sh
#!/bin/bash
# OpenROAD 26Q1-2900-gdf79404cd8, Yosys 0.63+post, stock flow scripts
make -C /OpenROAD-flow-scripts/flow DESIGN_CONFIG=/design/flow/config.mk WORK_HOME=/design/flow/orfs finish
$ cat config.mk
export PLATFORM = sky130hd
export DESIGN_NAME = register_file
export DESIGN_NICKNAME = register_file
export VERILOG_FILES = /design/flow/design.v
export SDC_FILE = /design/flow/constraint.sdc
export NUM_CORES = 4
export LEC_CHECK = 1
export CORE_UTILIZATION = 50
$ cat constraint.sdc
current_design register_file

set clk_period 6.0
set clk_io_pct 0.2

create_clock -name clk0 -period $clk_period

set non_clock_inputs [all_inputs -no_clocks]
set_input_delay [expr $clk_period * $clk_io_pct] -clock clk0 $non_clock_inputs
set_output_delay [expr $clk_period * $clk_io_pct] -clock clk0 [all_outputs]
==> results.sh <==
# source this file to load flow results
export IMPL_drv_slew=0
export IMPL_grt_pass1_vias=26357
export IMPL_slowest_delay_ps=710
export IMPL_rsz0062_at_grt="no"
export IMPL_dp_hpwl_um=68000
export IMPL_crit_family="buffers and inverters"
export IMPL_post_route_min_period_ps=5160
export IMPL_top_regs="register: 1024 flops"
export IMPL_grt_pass1_wl_um=174000
export IMPL_vias=27133
export IMPL_slew_headroom_pct=33.5
export IMPL_largest_register_ffs=1024
export IMPL_placementRows=95
export IMPL_ant_nets=0
export IMPL_finalClockPeriodUsage_pct=85.9
export IMPL_crit_end="data1[15]"
export IMPL_grt_util_met3_pct=10.9
export IMPL_drc=0
export IMPL_grtUsageTotal_pct=35.4
export IMPL_layout_drive_gt1_share_pct=5.23
export IMPL_wl_um=119000
export IMPL_p_sw_mw=1.11
export IMPL_fin_area_um2=35700
export IMPL_cap_viol_max_count=0
export IMPL_edf_count=0
export IMPL_whs_ps=3670
export IMPL_powerDensity_nw_per_um2=64.4
export IMPL_setup_ws_ps=845
export IMPL_min_path_type="input port to primary output"
export IMPL_grt_use_met1_pct=48.4
export IMPL_power_mw=2.30
export IMPL_switching_share_pct=48.1
export IMPL_cp_end_kind="primary output"
export IMPL_grt_max_degree=93
export IMPL_flop_cell="dlxtn_1"
export IMPL_synthTopCellsByCount="dlxtn_1 (1024), mux2i_1 (1024), nand2_1 (219)"
export IMPL_max_freq_mhz=194
export IMPL_syn_area_um2=33900
export IMPL_tightest_slew_ps=994
export IMPL_initial_core_util_pct=50.5
export IMPL_gp_congestion=0.904
export IMPL_yosysWarnings=4
export IMPL_die_area_um2=68900
export IMPL_worstPathRequired_ps=4800
export IMPL_wl_per_cell_um=27.8
export IMPL_ir_drop_mv=0.0399
export IMPL_cp_arrival_ps=3960
export IMPL_crit_path_start_kind="input port"
export IMPL_warnings=32
export IMPL_viasPerCell=6.36
export IMPL_yosysTopAreaCellShare_pct=45.4
export IMPL_antenna_found_initial=10
export IMPL_dpl_worst_slack_ps=907
export IMPL_path_max_fanout=23
export IMPL_crit_type="input port to primary output"
export IMPL_first_pass_iters=5
export IMPL_ys_ff=1024
export IMPL_cp_startpoint="addr1[2]"
export IMPL_synth_cell_type_count=23
export IMPL_hold_viol_final=0
export IMPL_finalSetupViolCount=0
export IMPL_crit_path_frequent_cell="clkdlybuf4s50_1"
export IMPL_crit_buf_inv=3
export IMPL_tns_ps=0
export IMPL_synthToLayoutAreaGrowth_pct=5.29
export IMPL_postCtsHoldBufs=0
export IMPL_drtIter0Drc=2294
export IMPL_ios=112
export IMPL_unclocked_regs=1024
export IMPL_yosysTopAreaCell="dlxtn_1"
export IMPL_die_w_um=262
export IMPL_synth_stat_cells=3454
export IMPL_port_buffers=112
export IMPL_crit_cells=8
export IMPL_ys_top_cells_by_area="dlxtn_1 (45%), mux2i_1 (30%), a22oi_1 (4.2%)"
export IMPL_use_met2_pct=54.7
export IMPL_intPower_mw=1.19
export IMPL_async_flop_share_pct=0
export IMPL_regMostFlops="register"
export IMPL_syn_instance_count=3454
export IMPL_core_um2=67200
export IMPL_untimed_endpoints=1024
export IMPL_overflow=0
export IMPL_post_cts_buffers=0
export IMPL_cts_resized=0
export IMPL_cp_slowest_cell="nor2b_4"
export IMPL_p_leak_nw=17.7
export IMPL_crit_path_cell_trace="clkdlybuf4s50_1 > nor2b_4 > buf_4 > a22o_1 > nor3_1 > a31oi_1 > nand3_1 > clkdlybuf4s50_1"
export IMPL_grt_busiest_layer="met2"
export IMPL_dpl_cell_area_um2=35700
export IMPL_die_h_um=262
export IMPL_yosysChipArea_um2=33900
export IMPL_post_synth_cell_area_avg_um2=9.82
export IMPL_status="finished clean"
worst min-delay path, cell delays in order:
cell and delay (ps):
buf_8 250, mux2i_1 230, nand2_1 70, nand3_1 90, nand3_1 100, clkdlybuf4s50_1 470
final cells by class:
cell class              count  area, um^2
diodes                      9        22.5
fillers                  5697       31400
multi-input cells        2112       16600
flip-flops and latches   1024       15400
well taps                 873        1090
repair buffers            247        2590
per-layer routing:
metal	part of all wire (%)	vias to the layer above
met1	40	13187
li1	-	12319
met4	3.8	2
met5	0.010	-
met2	46	1367
met3	11	258
logic make-up after synthesis:
| group | after synthesis | share of synthesized area, % |
|---|---|---|
| multiplexers | 1024 | 30.2 |
| latches | 1024 | 45.4 |
| buffers and inverters | 318 | 6.08 |
| AND-OR/OR-AND | 576 | 11.6 |
| AND/OR/NAND/NOR | 512 | 6.83 |
power by group through the flow:
stage / clock network, mW / logic [mW] / registers [mW]
CTS: 0 / 1.65 / 0.635
global route: 0.0000000674 / 1.77 / 0.681
worst min-delay path by stage:
stage,startpoint,to,cells after the start
after CTS,addr1[1],data1[0],6
after global routing,addr1[1],data1[0],6
final,addr1[1],data1[0],6
cells in the final DEF (no fill, tap or decap):
cell,n
mux2i_1,1024
dlxtn_1,1024
nand2_1,201
a22oi_1,192
a21oi_1,192
nand3_1,192
a22o_1,128
clkdlybuf4s50_1,110
buf_4,99
nor3_1,65
a31oi_1,64
buf_12,36
nand2_2,18
diode_2,9
nand3_2,8
nor2b_1,4
nor2b_4,4
nand2b_2,4
and3_1,3
nor2_1,3
nor2_4,2
and2_4,2
or2_2,2
nor3b_1,2
buf_8,2
and4_1,1
nand2b_1,1
per-stage QoR:
stage,util (%),instances
2_1_floorplan,-,3454
3_3_place_gp,53.2,4256
3_5_place_dp,53.2,4256
4_1_cts,53.2,4256
5_1_grt,53.2,4259
6_report,53.2,4265
No activity file was given, so power comes from the tool's default toggle rates.
